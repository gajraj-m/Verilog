`./config.mk`:
```
export PLATFORM = sky130hd
export DESIGN_NAME = counter
export DESIGN_NICKNAME = counter
export VERILOG_FILES = /design/flow/design.v
export SDC_FILE = /design/flow/constraint.sdc
export NUM_CORES = 4
export LEC_CHECK = 1
export CORE_AREA = 10 10 70 70
export DIE_AREA = 0 0 80 80
```
`./constraint.sdc`:
```
current_design counter

set clk_period 1.1
set clk_io_pct 0.2

create_clock -name clk0 -period $clk_period [get_ports {clk}]

set non_clock_inputs [all_inputs -no_clocks]
set_input_delay [expr $clk_period * $clk_io_pct] -clock clk0 $non_clock_inputs
set_output_delay [expr $clk_period * $clk_io_pct] -clock clk0 [all_outputs]
```
`./design.v`:
```
module jk_ff(j, k, clk, clr, q, qbar);
input j, k, clk, clr;
output reg q=0, qbar=1;
always @ (posedge clk) begin
    case(clr)
        1 : q = 0;
        0 : case({j,k})
            2'b 00 : q = q;
            2'b 01 : q = 1'b 0;
            2'b 10 : q = 1'b 1;
            2'b 11 : q = ~q;
            default : q = 1'b x;
            endcase
    endcase
    qbar = ~q;
end
endmodule
module counter(q, j, k, clk, clr);
output wire[2:0] q;
input j, k, clk, clr;
wire qb;
jk_ff jk0(j, k, clk, clr, q[0], qb);
jk_ff jk1(q[0], q[0], clk, clr, q[1], qb);
jk_ff jk2(q[0]&q[1], q[0]&q[1], clk, clr, q[2], qb);
endmodule
```
`./run.sh`:
```
#!/bin/bash
# OpenROAD 26Q1-2900-gdf79404cd8, Yosys 0.63+post, stock flow scripts
make -C /OpenROAD-flow-scripts/flow DESIGN_CONFIG=/design/flow/config.mk WORK_HOME=/design/flow/orfs finish
```
==> metrics.yaml <==
outcome: "finished clean"
startpoint: "jk1.q"
worst_ir_drop_vdd_mv: 0.466
synth_cells: 13
globalRouteTotalUtil: 0.0149
crit_required_ns: 0.88
crit_arrival_ns: 0.82
grt_first_pass_wirelength_um: 710
ios: 7
top_area_frac: 0.545
antenna_cells: 0
tritoncts: "built"
clkTransAtPathRegs_ns: 0.04
yosys_most_used_dff: "edfxtp_1"
avgSynthCellArea_sq_um: 12.7
cpLargestDelayFamily: "flip-flops"
cp_num_cells: 1
ys_cells: 13
numCtsBuffers: 3
critPathKind: "flip-flop to output pin"
skew_ns: 0.00301
clock-sinks: 3
cts_root_buf: "clkbuf_4"
seq_power_share: 0.357
worst_pin_slew_ns: 0.188
drive_gt1_frac: 0.458
antenna_found_initial: 0
grt_pass1_vias: 161
topCombFamilyByArea: "simple AND/OR/NAND/NOR gates"
p_per_area_mw_per_mm2: 1250
comb_power_share: 0.148
p_leak_nw: 0.117
die_height_um: 80
drtIter0Drc: 1
intPower_mw: 0.312
viasPerCell: 1.90
wl_per_cell_um: 6.33
path_max_fanout: 2
fin_ws_ns: 0.0560
r2r-start: "jk0.q"
overflow: 0
aoi_share: 0.0985
preCtsSetupSlack_ns: -0.240
hold_viol: 0
cp.buffers_inverters: 1
xor_area_frac: 0
num-fill-cells: 407
ys_chip_area_sq_um: 165
fp-utilization: 0.0484
rsz0062_at_grt: "false"
topCellsByArea: "edfxtp_1 55%, buf_4 14%, and4bb_2 7.6%"
r2r-end: "jk2.q"
critPathLaunchType: "flip-flop"
power_mw: 0.396
cp_cell_sequence: "clkdlybuf4s15_1"
cpPeakStageDelay_ns: 0.38
cp-end-kind: "output pin"
first_pass_iters: 2
finalSetupViolations: 0
power.switching_mw: 0.0838
r2r_slack_ns: 0.08
fin_crit_sh: 0.949
min_path_type: "primary input to flip-flop"
clock_latency_ns: 0.23
cts_max_level: 1
fin_cells: 70
relSlewSlack: 0.874
route.detailed.drc: 0
top_cells_by_count: "3 x buf_4, 3 x edfxtp_1"
yosysTopAreaCell: "edfxtp_1"
swShare: 0.212
max_freq_mhz: 958
core-area_sq_mm: 0.00342
ys_sh_adder: 0
dp.cells: 65
die_w_um: 80
via_count: 133
grt_start_max_net_pins: 6
reg2reg_depth: 2
cts_buffer_depth: 2
drt_wl_total_um: 443
cap_violations: 0
synth-simple-area-share: 0.197
maxSlewViolCount: 0
yosys_register_bits: 3
yosys_warnings: 1
crit_slowest_cell: "edfxtp_1"
ys_sh_mux: 0
chip_area_sq_mm: 0.00640
ant_nets: 0
endpoint: "q[1]"
gp_congestion: 0.663
edf_count: 3
synth_cell_types: 9
tns_ns: 0
postSynthSeqShare: 0.545
netlist_area_sq_um: 165
area_growth_pct: 91.7
io_buffers: 6
warning_count: 25
p_clk_frac: 0.495
async_flop_share: 0
num_rows: 21
period_minus_slack_ns: 1.04
-- kinds of logic after synthesis --
group / Yosys count
and+or+nand+nor: 4
buffers and inverters: 4
DFF: 3
AOI/OAI and AO/OA: 2
-- layer usage --
metal | GRT usage | share of wire | vias to the layer above | wire length (um)
met4 | 0.00528 | 0 | 0 | 0
met3 | 0.0136 | 0.090 | 0 | 40
met5 | 0 | 0 | - | 0
li1 | - | - | 69 | -
met1 | 0.0201 | 0.62 | 57 | 276
met2 | 0.0152 | 0.28 | 7 | 125
-- power groups by stage --
stage | logic (mW) | registers (mW) | clock network [mW]
CTS | 0.0562 | 0.141 | 0.204
global route | 0.0634 | 0.143 | 0.224
finish | 0.0587 | 0.141 | 0.196
-- cell usage in the layout (no fill, tap or decap), drive strengths merged --
cell type,synthesis,layout
a211oi,1,1
a21o,1,1
and4bb,1,1
buf,3,4
clkbuf,0,5
clkdlybuf4s15,0,2
clkdlybuf4s50,0,2
dlygate4sd2,0,1
edfxtp,3,3
inv,1,1
nor3b,1,1
or2,1,1
or3,1,1
-- final cells by class --
class,instances,area (sq um),share of cell area
Clock buffer,4,26.3,0.0830
Multi-Input combinational cell,6,51.3,0.162
Tap cell,46,57.6,0.182
Inverter,1,3.75,0.0119
Timing Repair Buffer,10,87.6,0.277
Sequential cell,3,90.1,0.285
-- through the flow --
step           hold WS [ns]    util  area (sq um)
2_1_floorplan         0.406       -           165
3_3_place_gp          0.646  0.0828           283
3_5_place_dp          0.658  0.0828           283
4_1_cts               0.479  0.0923           315
5_1_grt               0.534  0.0927           317
6_report              0.494  0.0927           317
-- worst min path at each step --
stage	startpoint	to	slack (ns)	cells after the start
4_1_cts	clr	jk0.q	0.48	2
5_1_grt	clr	jk0.q	0.53	2
6_report	clr	jk0.q	0.49	2
-- sequential cells by signal (all words and copies together), names as in the netlist --
signal	count
jk0.q	1
jk1.q	1
jk2.q	1
-- what timing repair did --
action / 4_1_cts / 5_1_grt
gates resized: 7 / 3
hold buffers: 0 / 0
endpoints found under the setup margin: 4 / 2
buffers inserted: 1 / 0
No activity file was given, so power comes from the tool's default toggle rates.
