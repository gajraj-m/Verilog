==> /design/flow/design.v <==
module booth(A_in, M, Q_in, A_out, Q_out);
    input[3:0] A_in, M;
    input[4:0] Q_in;
    output reg[3:0] A_out;
    output reg[4:0] Q_out;
wire[3:0] A_sum = A_in + M;
wire[3:0] A_diff = A_in - M;  
always @ (A_in, M, Q_in, A_sum, A_diff) begin
  case(Q_in[1:0])
    2'b01 : begin  
                A_out = {A_sum[3], A_sum[3:1]};
                Q_out = {A_sum[0], Q_in[4:1]};
            end
    2'b10 : begin  
                A_out = {A_diff[3], A_diff[3:1]};
                Q_out = {A_diff[0], Q_in[4:1]};
            end
    default : begin  
                A_out = {A_in[3], A_in[3:1]};
                Q_out = {A_in[0], Q_in[4:1]};
              end
  endcase
end
endmodule
module booth_driver(input[3:0] M, input[3:0] Q, output[7:0] Z);
wire[3:0] A_out1, A_out2, A_out3, A_out4;
wire[4:0] Q_out1, Q_out2, Q_out3, Q_out4;
booth b0(.A_in(4'b0000), .M(M), .Q_in({Q, 1'b0}), .A_out(A_out1), .Q_out(Q_out1));
booth b1(A_out1, M, Q_out1, A_out2, Q_out2);
booth b2(A_out2, M, Q_out2, A_out3, Q_out3);
booth b3(A_out3, M, Q_out3, A_out4, Q_out4);
assign Z = {A_out4, Q_out4[4:1]};
endmodule
==> /design/flow/run.sh <==
#!/bin/bash
# OpenROAD 26Q1-2900-gdf79404cd8, Yosys 0.63+post, stock flow scripts
make -C /OpenROAD-flow-scripts/flow DESIGN_CONFIG=/design/flow/config.mk WORK_HOME=/design/flow/orfs finish
==> /design/flow/config.mk <==
export PLATFORM = sky130hd
export DESIGN_NAME = booth_driver
export DESIGN_NICKNAME = booth_driver
export VERILOG_FILES = /design/flow/design.v
export SDC_FILE = /design/flow/constraint.sdc
export NUM_CORES = 4
export LEC_CHECK = 1
export CORE_AREA = 10 10 93 93
export DIE_AREA = 0 0 103 103
==> /design/flow/constraint.sdc <==
current_design booth_driver

set clk_period 7.9
set clk_io_pct 0.2

create_clock -name clk0 -period $clk_period

set non_clock_inputs [all_inputs -no_clocks]
set_input_delay [expr $clk_period * $clk_io_pct] -clock clk0 $non_clock_inputs
set_output_delay [expr $clk_period * $clk_io_pct] -clock clk0 [all_outputs]
==> impl_metrics.env <==
# source this file to load flow results
export IMPL_outcome="complete, no violations"
export IMPL_p_per_area_mw_per_mm2=107.1
export IMPL_overflow=0
export IMPL_dp_hpwl_um=2697
export IMPL_post_drt_wl_per_cell_um=11.77
export IMPL_ys_types=43
export IMPL_ys_seq_share_pct=0
export IMPL_finalSetupTns_ns=0
export IMPL_critical_path_startpoint_type="primary input"
export IMPL_cp_top_family="AND-OR/OR-AND gates"
export IMPL_switching_share_pct=44.44
export IMPL_core_area_mm2=0.006756
export IMPL_period_minus_slack_ns=7.658
export IMPL_place_congestion=0.8723
export IMPL_flop_count=0
export IMPL_cap_violations=0
export IMPL_antenna_found_initial=0
export IMPL_groute_usage_overall_pct=6.758
export IMPL_diodes=0
export IMPL_power_share_clock_pct=0
export IMPL_crit_type="primary input to primary output"
export IMPL_p_comb_share_pct=100.0
export IMPL_syn_area_mm2=0.001121
export IMPL_area_delta_synth_final_pct=75.22
export IMPL_switchingPower_mw=0.09352
export IMPL_nClkBuffers=0
export IMPL_dp_slack_ns=-0.7703
export IMPL_log_warning_count=43
export IMPL_cp_slowest_stage_delay_ns=0.34
export IMPL_yosysWarningCount=1
export IMPL_final_antenna_net_count=0
export IMPL_drt_total_wl_um=3402
export IMPL_fp_util_pct=16.59
export IMPL_maxSlewViolCount=0
export IMPL_worst_path_buf_inv=7
export IMPL_intPower_mw=0.1169
export IMPL_end_kind="primary output"
export IMPL_avgSynthCellArea_um2=7.575
export IMPL_peakVddDrop_mv=0.06051
export IMPL_setup_violations=0
export IMPL_ctsHoldBuffers=0
export IMPL_grt_pass1_vias=1328
export IMPL_rows=30
export IMPL_hp_class="primary input to primary output"
export IMPL_drive_gt1_share_pct=50.24
export IMPL_slew_headroom_pct=76.80
export IMPL_slowest_stage="or3_4"
export IMPL_ios=16
export IMPL_synth_cells=148
export IMPL_yosys_stat_chipArea_mm2=0.001121
export IMPL_setup_ws_ns=0.2418
export IMPL_regArea_um2=0
export IMPL_drc_errors=0
export IMPL_fmax_mhz=130.6
export IMPL_num_vias=1262
export IMPL_grt_max_degree=11
export IMPL_die_h_um=103
export IMPL_grt_pass1_wl_um=6023
export IMPL_die_width_um=103
export IMPL_ys_cells=148
export IMPL_worstPathArrival_ns=6.08
export IMPL_initialDrtViolationCount=40
export IMPL_critical_path_max_fanout=3
export IMPL_worstMarginPinSlew_ns=0.3479
export IMPL_vias_per_cell=4.367
export IMPL_dieArea_mm2=0.01061
export IMPL_crit_top_cell="ha_4"
export IMPL_worstPathRequired_ns=6.32
export IMPL_drtPass1Iterations=3
export IMPL_io_buffer_count=16
export IMPL_period_used_pct=96.94
export IMPL_seqPwrFrac_pct=0
export IMPL_finalHoldViolations=0
export IMPL_power_leakage_nw=0.9185
==> kinds of logic (layout without fill, tap and decap cells) <==
family	count (synthesis)	after routing	share of synthesized area [%]
mux	2	2	2.679
compound gates	55	55	35.49
xor+xnor	7	7	5.469
buf+inv	30	91	10.82
simple gates	26	26	11.61
fa+ha+maj	28	28	33.93
==> routing by layer <==
layer | vias up | global-route usage [%] | share of wire [%]
met5 | - | 0 | 0
met4 | 0 | 0.4278 | 0
met3 | 0 | 0.7448 | 2.3
met2 | 11 | 11.65 | 47
met1 | 606 | 9.231 | 51
li1 | 645 | - | -
==> cell usage after synthesis, drive strengths merged, types with 2 or more instances <==
library cell / count / area share (%)
mux2: 2 / 2.7
o211ai: 3 / 2.9
or3: 2 / 1.1
o21bai: 4 / 2.7
xnor2: 5 / 3.9
o21a: 2 / 2.0
a31oi: 3 / 1.7
or2: 2 / 1.1
ha: 24 / 27
o22ai: 4 / 2.2
a21o: 2 / 1.5
buf: 3 / 1.8
fa: 4 / 7.1
xor2: 2 / 1.6
inv: 26 / 8.7
nand2: 7 / 2.3
a22oi: 3 / 2.0
a21boi: 2 / 1.7
a31o: 2 / 1.6
nor2: 7 / 2.3
a221oi: 3 / 2.3
o21ai: 10 / 4.5
a21oi: 12 / 5.7
==> power groups by stage <==
stage	Clock [mW]	Sequential (mW)	Combinational, mW
6_report	0	0	0.210
5_1_grt	0	0	0.234
4_1_cts	0	0	0.202
==> stage by stage <==
stage               std cells  hold slack [ns]  area (µm²)  total power, mW  utilization, %
floorplan                 148            3.227        1121          0.09077               -
global placement          279            4.230        1650           0.1626           24.43
detailed placement        279            4.230        1650           0.1642           24.43
CTS                       288            3.810        1894           0.2025           28.04
global route              289            3.864        1964           0.2341           29.07
finish                    289            3.788        1964           0.2104           29.07
==> cell usage in the layout (no fill, tap or decap), types with 3 or more instances in the layout <==
cell type,instances
inv_2,3
inv_1,23
buf_2,3
a21oi_1,4
a21oi_4,3
nor2_1,7
a31oi_1,3
o21ai_0,9
a21oi_2,5
buf_4,44
nand2_1,5
clkdlybuf4s50_1,8
buf_6,5
ha_2,3
ha_4,5
a221oi_2,3
ha_1,16
==> tightest hold or removal path: cells and delay by family <==
family,cells,cell delay (ns)
AND-OR/OR-AND,1,0.09
buffers and inverters,3,0.54
==> path summary, 6_finish.rpt <==
path | startpoint | to | slack (ns) | cells after the start
max | M[1] | Z[7] | 0.24 | 28
min | M[3] | Z[6] | 3.79 | 4
==> timing repair <==
| item | 4_1_cts | 5_1_grt |
|---|---|---|
| gates resized | 47 | 24 |
| endpoints found under the setup margin | 4 | 4 |
| setup buffers | 9 | 2 |
| pin swaps | 23 | 19 |
==> layout make-up <==
type / instances / area, µm²
fill: 681 / 4792
inverter: 26 / 97.59
multi-input combinational: 118 / 1241
tap: 80 / 100.1
timing repair buffer: 65 / 525.5
No activity file was given, so power comes from the tool's default toggle rates.
